==> ./design.v <==
module EightbitALU(
		input signed [7:0]a,
		input signed [7:0]b,
		input [2:0]s,
		output signed [7:0]f,
		output ovf,
		output take_branch);
reg [7:0]f;
reg ovf;
reg take_branch;
	always @(s,b, a) begin
		if (s==3'b000)begin
			f = a+b;
			ovf = (a[7]^f[7]) && (b[7]^f[7]);
			take_branch=0; 
		end else if (s==3'b001)begin
			f= ~b;
			ovf =0;
			take_branch=0;
		end else if (s==3'b010)begin
			f = a&b;
			ovf=0;
			take_branch=0;
		end else if (s==3'b011) begin
			f=a|b;
			ovf=0;
			take_branch=0;
		end else if (s==3'b100) begin
			f=a >>>1;
			ovf=0;
			take_branch=0;
		end else if (s==3'b101) begin
			f=a<<1;
			ovf=0;
			take_branch=0;
		end else if (s==3'b110) begin
			f=0;
			ovf=0;
			if(a==b)begin
				take_branch=1;
			end
			else begin
				take_branch=0;
			end
		end else if (s==3'b111) begin
			f=0;
			ovf=0;
			if(a!=b)begin
				take_branch=1;
			end
			else begin
				take_branch=0;
			end 
		end
	end 
endmodule 
`timescale 1ns / 10ps
module testbench();
	reg [7:0]a;
	reg [7:0]b;
	reg [2:0]s;
	wire [7:0]f;
	wire ovf;
	wire take_branch;
EightbitALU DUT(a,b,s,f,ovf,take_branch);
	initial begin
		$monitor("%d f = %b, a= %d, value b=%d, ovf=%b, branch=%d s=%d\n",$time, f,a,b,ovf,take_branch,s);
	end
endmodule
==> ./run.sh <==
#!/bin/bash
# OpenROAD 26Q1-2900-gdf79404cd8, Yosys 0.63+post, stock flow scripts
make -C /OpenROAD-flow-scripts/flow DESIGN_CONFIG=/design/flow/config.mk WORK_HOME=/design/flow/orfs finish
==> ./config.mk <==
export PLATFORM = sky130hd
export DESIGN_NAME = EightbitALU
export DESIGN_NICKNAME = EightbitALU
export VERILOG_FILES = /design/flow/design.v
export SDC_FILE = /design/flow/constraint.sdc
export NUM_CORES = 4
export LEC_CHECK = 1
export CORE_AREA = 10 10 95 95
export DIE_AREA = 0 0 105 105
==> ./constraint.sdc <==
current_design EightbitALU

set clk_period 4.3
set clk_io_pct 0.2

create_clock -name clk0 -period $clk_period

set non_clock_inputs [all_inputs -no_clocks]
set_input_delay [expr $clk_period * $clk_io_pct] -clock clk0 $non_clock_inputs
set_output_delay [expr $clk_period * $clk_io_pct] -clock clk0 [all_outputs]
==> Slide: Implementation Results <==
Physical Implementation Snapshot

Timing
  • Unrepaired setup endpoints after global routing: false
  • Final Max Tran Viols: 0
  • Register pins left without a clock: 10
  • Min Tclk post-route: 4190 ps
  • Fin worst setup slack: 108 ps
  • Fmax: 239 MHz
  • Final worst path period share: 97.5%
  • Relative slew slack: 43.0%
  • Setup-failing EPs final: 0
  • Worst slew pin tran: 853 ps
  • Number of unconstrained endpoints: 10
  • Final Hold Fails: 0

Detailed routing
  • Vias per cell: 3.86
  • Post-route DRC: 0
  • ANT nets after route: 0
  • Initial DRC Count: 19
  • 1st-pass router iterations: 4
  • Via count: 1027
  • Routed WL per cell: 11.3 um
  • WL final: 3000 um

Cells and area
  • Area Growth Syn to Fin: 51.4%
  • Final instance area: 1590 sq um
  • Filler cells: 763
  • Share of layout cells above drive strength 1: 14.9%

Yosys
  • Avg Cell Area, Syn: 7.82 sq um
  • Dominant Register Cell: dlxtn_1
  • Cell Area, Synth: 1050 sq um
  • Synthesis Warnings: 1
  • Post-synth ARST share: 0%
  • Number of enable flip-flop cells: 0
  • Mapped Cells: 134
  • Netlist cell types: 40
  • Synth Register Bits: 10
  • Number of cells in Yosys stat: 134
  • Yosys stat area: 1050 sq um

Global route
  • Vias in the first global route: 965
  • First-pass GRT wire length: 4850 um
  • GR Util All Layers: 5.12%
  • Initial antenna violation count: 2
  • Grt total ovfl: 0
  • Largest net degree at the start of global routing: 23

Die
  • Die width: 105 um
  • Die ar.: 11000 sq um
  • # IOs: 29
  • FP Core Util: 15.2%
  • Cell Rows: 30
  • Core area: 6910 sq um
  • DIE HEIGHT: 105 um

Setup path
  • CP required: 3440 ps
  • Startpoint Class: primary input
  • Critical path peak fanout: 3
  • Critical path arrival: 3330 ps
  • Worst setup startpoint: b[0]
  • Kind of critical path: primary input to primary output
  • Setup crit end: f[2]
  • Crit path capture type: primary output

Power
  • Maximum vdd ir drop: 0.0151 mV
  • LEAKAGE: 0.710 nW
  • PD cells: 93.7 nW/um^2

Clocking
  • Post CTS Setup Buffer Count: 0
  • Cts hold-fix bufs: 0

Placed design
  • Post-placement cell area: 1470 sq um
  • Hpwl dp: 2420 um
  • I/O Buffers: 29
  • Pre-CTS setup slack: -279 ps
  • Routability congestion estimate: 0.838

Flow run
  • Maxcap violations: 0
  • Tool warning count: 40

Outcome
  • Status: finished clean
sequential cells by signal (all words and copies together) (netlist names):
signal and flops:
f 8, ovf 1, take_branch 1
cell usage in the layout, fill, tap and decap left out, types with 2 or more instances in the layout:
cell type,count
inv_1,17
clkdlybuf4s50_1,16
ha_1,10
dlxtn_1,10
conb_1,10
dlygate4sd2_1,7
nand2_1,6
o21ai_0,6
mux2i_1,6
a21oi_1,6
o22ai_1,5
ha_4,5
inv_2,4
nand2b_1,4
nand3_1,4
nor2_1,4
a21o_1,4
dlymetal6s2s_1,4
nor2b_1,3
diode_2,2
a221oi_1,2
o211ai_1,2
xnor2_1,2
xor2_1,2
mux4_2,2
nor4_2,2
area by class of cell:
class | instances | area (sq um) | area share (%)
multi-input combinational | 107 | 937 | 59.1
tap | 96 | 120 | 7.58
inverter | 21 | 78.8 | 4.97
sequential | 10 | 150 | 9.47
antenna | 2 | 5.00 | 0.316
timing repair buffer | 30 | 294 | 18.5
cells by family (layout without fill, tap and decap cells):
kind of cell	Yosys count	after routing	share of synthesized area (%)
compound gates	40	40	25.8
simple gates	27	27	14.0
buf+inv	26	51	10.3
fa+ha+maj	17	17	21.0
latches	10	10	14.3
mux	8	8	10.0
xor+xnor	5	5	4.18
other cells	1	12	0.358
metal layers:
| layer | vias to the layer above | track usage [%] | part of all wire [%] |
|---|---|---|---|
| met2 | 24 | 8.85 | 46 |
| met5 | - | 0 | 0 |
| met3 | 0 | 1.24 | 7.1 |
| li1 | 537 | - | - |
| met1 | 466 | 6.69 | 47 |
| met4 | 0 | 0 | 0 |
repair_timing:
action | in CTS | in global routing
resized | 23 | 12
endpoints found under the hold margin | 0 | 0
pin swaps | 6 | 5
cloned | 0 | 0
setup endpoints to repair | 5 | 7
Yosys cell counts (3+ instances only):
cell / number / share of area [%]
a21oi_1: 7 / 3.3
mux2i_1: 6 / 5.7
a21o_1: 4 / 2.9
o21ai_0: 7 / 3.3
nand3_1: 4 / 1.9
inv_1: 20 / 7.2
dlxtn_1: 10 / 14
nor2b_1: 3 / 1.8
o22ai_1: 6 / 3.6
xor2_1: 3 / 2.5
nor2_1: 4 / 1.4
nand2_1: 6 / 2.2
nand2b_1: 4 / 2.4
ha_1: 16 / 19
stage by stage:
step | power [W] | util, % | TNS, ps | std cells
after CTS | 0.000144 | 22.4 | 0 | 264
after detailed placement | 0.000134 | 21.3 | -753 | 264
final | 0.000149 | 23.0 | 0 | 266
after global routing | 0.000165 | 23.0 | 0 | 266
after floorplan | 0.0000864 | - | 0 | 143
after global placement | 0.000134 | 21.3 | -729 | 264
critical path, stage by stage:
cell and delay (ps):
dlygate4sd2_1 240, ha_2 210, inv_1 70, fa_2 350
xor2_1 170, mux4_2 480, o22ai_2 150, dlxtn_1 350
clkdlybuf4s50_1 450
report_power, final:
part	switching, W	leakage [nW]	internal (W)
Sequential	0.000000937	0.0791	0.00000992
Combinational	0.0000678	0.631	0.0000699
Clock	0	0.0000127	0.0000000000621
Total	0.0000688	0.710	0.0000798
Power is estimated from default activity; no workload was simulated.
